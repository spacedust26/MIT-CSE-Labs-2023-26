**design/flow/design.v**
```verilog
module priority16to4(w,y,z);
input [15:0]w;
output reg [3:0]y;
output reg z;
integer i;
always @(w)
begin
  y=4'bx;
  z=0;
for(i=0;i<16;i=i+1)
begin
  if(w[i])
  begin
  y=i;
  z=1;
  end
end
end
endmodule
```
**design/flow/run.sh**
```bash
#!/bin/bash
# OpenROAD 26Q1-2900-gdf79404cd8, Yosys 0.63+post, stock flow scripts
make -C /OpenROAD-flow-scripts/flow DESIGN_CONFIG=/design/flow/config.mk WORK_HOME=/design/flow/orfs finish
```
**design/flow/config.mk**
```make
export PLATFORM = sky130hd
export DESIGN_NAME = priority16to4
export DESIGN_NICKNAME = priority16to4
export VERILOG_FILES = /design/flow/design.v
export SDC_FILE = /design/flow/constraint.sdc
export NUM_CORES = 4
export LEC_CHECK = 1
export CORE_AREA = 10 10 70 70
export DIE_AREA = 0 0 80 80
```
**design/flow/constraint.sdc**
```tcl
current_design priority16to4

set clk_period 1.9
set clk_io_pct 0.2

create_clock -name clk0 -period $clk_period

set non_clock_inputs [all_inputs -no_clocks]
set_input_delay [expr $clk_period * $clk_io_pct] -clock clk0 $non_clock_inputs
set_output_delay [expr $clk_period * $clk_io_pct] -clock clk0 [all_outputs]
```
==> flow_summary.json <==
{
  "status": "complete, no violations",
  "drtPass1Iterations": 4,
  "die_area_um2": 6400,
  "dp_cells": 104,
  "final_cell_mix": "dlygate4sd2_1 (11), nor2_1 (8), buf_4 (8), nor4_2 (4)",
  "die_x_um": 80,
  "drv_cap": 0,
  "drive_gt1_share_pct": 32.8,
  "start_kind": "primary input",
  "regArea_um2": 0,
  "gp_congestion": 0.784,
  "initial_core_util_pct": 4.73,
  "wl_per_cell_um": 9.10,
  "wl_um": 946,
  "worstHoldPathType": "primary input to output pin",
  "p_leak_uw": 0.000179,
  "fmax_mhz": 547,
  "drt.antenna.violating_nets": 0,
  "required_ns": 1.52,
  "top_area_cell": "nor2_1",
  "syn2layout_area_growth_pct": 195,
  "grt_max_degree": 5,
  "hold_violations": 0,
  "core-area_um2": 3420,
  "worstSetupPathType": "primary input to output pin",
  "grt_usage_pct": 2.86,
  "fin_cells": 104,
  "antenna_cells": 0,
  "finalSetupViolations": 0,
  "warnings": 32,
  "slew_violations": 0,
  "logic_area_um2": 189,
  "drtIter0Drc": 12,
  "ys_cells": 29,
  "powerDensity_nw_per_um2": 144,
  "antenna_found_initial": 0,
  "overflow": 0,
  "topCellsByArea": "nor2_1 (19%), nor4_1 (16%), nand2b_1 (12%)",
  "fillers": 390,
  "rows": 21,
  "yosysTopAreaCellShare_pct": 18.6,
  "end_kind": "output pin",
  "netlist_instances": 29,
  "yosysWarnings": 1,
  "min_period_ns": 1.83,
  "ys_types": 15,
  "numSequentialCells": 0,
  "holdWs_ns": 1.15,
  "postLayoutCoreUtil_pct": 14.0,
  "peakVddDrop_mv": 0.0164,
  "dpl.hpwl_um": 840,
  "syn_area_um2": 161,
  "mostFrequentLayoutCell": "dlygate4sd2_1",
  "worstMarginPinSlew_ns": 0.234,
  "drc": 0,
  "syn-mean-instance-area_um2": 5.57,
  "vias_per_cell": 3.15,
  "ioPinCount": 21,
  "fp.dieH_um": 80,
  "arrival_ns": 1.45,
  "grt_pass1_vias": 363,
  "yosys_area_um2": 161,
  "ctsHoldBuffers": 0,
  "finalClockPeriodUsage_pct": 96.2,
  "slew_headroom_pct": 84.2,
  "grt_pass1_wl_um": 1570,
  "via_count": 328,
  "hold_path_depth": 5,
  "ys_seq_share_pct": 0,
  "port-buffer-count": 21,
  "nClkBuffers": 0,
  "critPathMaxFanout": 3
}
[report_power, final]
| part | leakage (uW) | total [uW] | switching (uW) | internal, uW |
|---|---|---|---|---|
| sequential | 0 | 0 | 0 | 0 |
| clock | 0 | 0 | 0 | 0 |
| combinational | 0.000179 | 68.6 | 28.6 | 40.1 |
[critical path: stages]
cell	delay [ns]
clkdlybuf4s15_1	0.21
nor4_2	0.25
buf_4	0.16
nand2_1	0.04
clkdlybuf4s50_1	0.40
[worst paths after layout]
kind              slack [ns]  start   end
hold / removal          1.15  w[13]  y[1]
setup / recovery        0.07  w[12]  y[3]
[cell families after synthesis]
group	Yosys count	synth area share (%)
and+or+nand+nor	22	69.0
buffers and inverters	1	2.32
AOI/OAI and AO/OA	6	28.7
[through the flow]
| step | TNS [ns] | setup WS (ns) | instance area [um2] | total power (uW) |
|---|---|---|---|---|
| floorplan | 0 | 0.502 | 161 | 15.9 |
| global placement | -1.78 | -0.429 | 489 | 78.1 |
| detailed placement | -1.77 | -0.459 | 489 | 78.6 |
| CTS | 0 | 0.00456 | 490 | 69.9 |
| global route | -0.0635 | -0.0635 | 477 | 76.7 |
| finish | 0 | 0.0722 | 477 | 68.6 |
[area by class of cell]
| class | instances | area share (%) |
|---|---|---|
| repair buffers | 29 | 47.5 |
| multi-input cells | 28 | 39.6 |
| well taps | 46 | 12.1 |
| inverters | 1 | 0.787 |
[routing by layer]
metal | global-route usage (%) | vias up | wire length, um
met5 | 0 | - | 0
met4 | 0 | 0 | 0
met3 | 0.682 | 0 | 109
met2 | 5.54 | 10 | 492
met1 | 3.23 | 149 | 344
li1 | - | 169 | -
[Yosys cell counts]
| library cell | number |
|---|---|
| nor3_1 | 1 |
| or3b_1 | 1 |
| o31a_1 | 1 |
| nand2b_1 | 3 |
| a311oi_1 | 1 |
| nor4_1 | 4 |
| a31oi_1 | 1 |
| nor2_1 | 8 |
| inv_1 | 1 |
| nand4_1 | 1 |
| o211ai_1 | 1 |
| nand2_1 | 3 |
| o21ai_0 | 1 |
| a221o_1 | 1 |
| nor2b_1 | 1 |
[what timing repair did]
item                                    in CTS  in global routing
pin swaps                                    7                  4
endpoints found under the setup margin       5                  3
setup buffers                                0                  0
gates resized                               35                  6
Power figures rest on the tool's default switching activity, not on a simulated workload.
