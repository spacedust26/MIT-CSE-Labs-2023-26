==> ./design.v <==
module dec2to4(en,w,y);
input en;
input [1:0]w;
output reg [0:3]y;
always @(en,w)
begin
  if(en==1)
  begin
    case(w)
    0: y = 4'b1000;
    1: y = 4'b0100;
    2: y = 4'b0010;
    3: y = 4'b0001;
    endcase
  end
  else if(en==0) y = 4'b0000;
end
endmodule
module dec16(en,w,y);
input en;
input [3:0]w;
output [0:15]y;
wire [0:3]m;
dec2to4 stg0(~en,w[3:2],m);
dec2to4 stg1(m[0],w[1:0],y[0:3]);
dec2to4 stg2(m[1],w[1:0],y[4:7]);
dec2to4 stg3(m[2],w[1:0],y[8:11]);
dec2to4 stg4(m[3],w[1:0],y[12:15]);
endmodule
==> ./run.sh <==
#!/bin/bash
# OpenROAD 26Q1-2900-gdf79404cd8, Yosys 0.63+post, stock flow scripts
make -C /OpenROAD-flow-scripts/flow DESIGN_CONFIG=/design/flow/config.mk WORK_HOME=/design/flow/orfs finish
==> ./config.mk <==
export PLATFORM = sky130hd
export DESIGN_NAME = dec16
export DESIGN_NICKNAME = dec16
export VERILOG_FILES = /design/flow/design.v
export SDC_FILE = /design/flow/constraint.sdc
export NUM_CORES = 4
export LEC_CHECK = 1
export CORE_AREA = 10 10 70 70
export DIE_AREA = 0 0 80 80
==> ./constraint.sdc <==
current_design dec16

set clk_period 1.0
set clk_io_pct 0.2

create_clock -name clk0 -period $clk_period

set non_clock_inputs [all_inputs -no_clocks]
set_input_delay [expr $clk_period * $clk_io_pct] -clock clk0 $non_clock_inputs
set_output_delay [expr $clk_period * $clk_io_pct] -clock clk0 [all_outputs]
==> results.txt <==
On the backend side, the flow ran end to end.

In this run the power density over the cells is ~270 nW/um^2. The maximum clock frequency stands at slightly below 800 MHz. The final-report hold violation count stands at 0. According to the floorplan log, the row count is 21. In the final routed layout, each cell accounts on average for approximately 9.6 um.

The share of the clock period used by the worst path after layout stands at 1.26. The floorplan step set the die height to around 80 um. The synthesis report lists the Yosys warning total as 1. The capture point of the critical path was reported as y[4]. The sequential element share of the synthesized area stands at 0. Measured against its own limit, the worst slew margin works out to 0.885. For the finished layout, the period the worst path requires is between 1000 and 1500 ps. The detailed router's first-iteration violation count stands at 3. STA classifies the critical path startpoint as an input pin. The total global routing track utilization stands at 0.0289. The setup slack of the critical path after layout stands at -265 ps. The worst hold slack across all endpoints stands at 746 ps. The boundary pin count stands at 21. The final reports fail on negative setup slack. The number of global-route vias before repair stands at 267. The tool flagged a number of max-cap violations equal to 0. The worst path buffer plus inverter count stands at 3. The signal arrival time at the worst endpoint stands at approximately 1100 ps.

The first-pass GRT wire length stands at approximately 1.5 mm. The distinct cell type count after synthesis stands at 7. Per the cell usage report, the commonest logic cell in the layout is buf_2. The initial antenna violation count stands at 0.

Warnings raised by the tools during the run amount to 34. According to the hold report, the worst path is of the in2out type. The sequential cell count of the final layout stands at 0. The layout overhead on the synthesized area stands at 372%. After its last routability iteration, the placer logged a weighted congestion of roughly 0.72. The via total after detailed routing stands at around 290. The final number of max-transition violations stands at 0. The flow ran to the end, but the final reports show violations. Grouping stages by cell kind, the critical path spends the most delay in simple AND/OR/NAND/NOR gates. The mean area per synthesized cell stands at approximately 5 um^2. Looking at the max-slew report, the worst-margin pin has a slew of ~170 ps. Summing all non-filler instances in the final layout gives an area of between 500 and 600 um^2. Of the cells placed in the final design, the portion with a size suffix greater than 1 is 0.946. The analysis attributes to cell leakage a power of between 0.2 and 0.25 nW. The post-route core utilization stands at 0.156. The largest voltage drop on the vdd net stands at between 0.00004 and 0.00005 V. The repair_antennas step left the layout with diodes totalling 0. The total overflow left after global routing is 0. The highest net fanout along the worst path stands at 4. The STA report counts the stages on the worst setup path as 5. The script parses the final routing iteration and logs DRC violations as 0. The mean number of vias per cell stands at about 2.8. STA classifies the critical path endpoint as an output port. Buffers placed on the I/O ports in this run total 21. The x dimension of the die stands at ~80 um. The critical path in this run is classified as in2out. The synthesized netlist was found by Yosys to have 23 cells.

The timing report gives the biggest stage delay along the critical path as 420 ps. Endpoints with negative setup slack in the final report add up to 15. The storage element area stands at 0 um^2. The total die area stands at between 6000 and 7000 um^2. The area of the core region stands at between 3000 and 4000 um^2. The report puts the hold buffer count at CTS at 0.

In the layout the commonest cells are 18 x buf_2, 7 x buf_6, 5 x nor2_4, 5 x nor2_2, 5 x buf_4. In this run the worst setup path begins at w[3]. Setup repair after global routing could not meet its margin everywhere. Counting every instance in the synthesized netlist gives 23. The total cell area at the placement stage stands at between 400 and 500 um^2. The stat command in Yosys gives a chip area of ~110 um^2.

The HPWL after detailed placement stands at between 700 and 800 um. On the critical path, the stage with the largest delay is an instance of or3b_4. The residual antenna-violating net count after detailed routing stands at 0. Per the detailed-route log, wirelength across all metal layers totals approximately 980 um.

The synthesized area stands at about 110 um^2. The maximum number of pins on one net before global-route repair stands at 6. The fraction of the core area occupied by cells at floorplan stands at 0.0330. Clock buffers in the final layout number 0.

The detailed-routing iteration count for the pre-antenna-repair pass stands at 2. STA puts the critical path data required time at about 800 ps. The signal on the critical path passes through buf_8 > or3b_4 > buf_6 > nor3_4 > buf_2.
worst min-delay path by stage:
stage,startpoint,endpoint,slack (ps),depth (start not counted)
CTS,w[0],y[0],730,3
global route,en,y[0],770,4
finish,w[1],y[0],750,3
area by class of cell:
| class | instances | area, um^2 |
|---|---|---|
| fill | 388 | 2880 |
| timing repair buffer | 33 | 251 |
| multi-input combinational | 23 | 223 |
| tap | 46 | 57.6 |
per-stage QoR:
| stage | power (mW) | std cells | setup slack [ps] | setup TNS, ps |
|---|---|---|---|---|
| after floorplan | 0.0195 | 23 | 103 | 0 |
| after global placement | 0.0808 | 93 | -988 | -14240 |
| after detailed placement | 0.0826 | 93 | -1020 | -14590 |
| after CTS | 0.118 | 102 | -290 | -2880 |
| after global routing | 0.152 | 102 | -298 | -3240 |
| final | 0.141 | 102 | -265 | -2620 |
cells by family after synthesis:
family,count (synthesis),share of synthesized area
and+or+nand+nor,23,1.00
cell usage after synthesis:
master / count / share of area
nand3b_1: 1 / 0.067
nor2_1: 12 / 0.40
or3_1: 1 / 0.056
nand2_1: 1 / 0.033
or3b_1: 2 / 0.16
nor3_1: 4 / 0.18
nand2b_1: 2 / 0.11
layer usage:
metal / part of all wire / wire length (um) / track usage / vias up
met3: 0.12 / 119 / 0.0102 / 0
li1: - / - / - / 144
met1: 0.40 / 393 / 0.0369 / 128
met4: 0 / 0 / 0 / 0
met5: 0 / 0 / 0 / -
met2: 0.47 / 464 / 0.0482 / 13
worst min-delay path: stages:
cell and delay [ps]:
buf_2 180, nor3_4 60, buf_2 110
timing repair:
| action | in CTS | in global routing |
|---|---|---|
| setup buffers | 9 | 0 |
| endpoints found under the setup margin | 16 | 16 |
| cloned | 0 | 0 |
| pin swaps | 15 | 13 |
| gates resized | 95 | 17 |
report_power, final:
group	internal, mW	switching (mW)
combinational	0.0781	0.0629
clock	0	0
sequential	0	0
Power is estimated from default activity; no workload was simulated.
