==> design.v <==
module bcd(clk,reset,w);
input clk,reset;
output reg [7:0]w;
reg [3:0]first;
reg [3:0]second;
always @(posedge clk or posedge reset)
begin
  if(reset) begin
    first<=0;
    second<=0;
  end
  else
    begin
      if(first==4'b1001)begin
        first<=0;
        if(second==4'b1001)begin
          second<=0;
        end
        else begin
          second=second+1;
        end
      end
      else begin
        first=first+1;
      end
    end
end
always @* begin
  w = {second,first};
end
endmodule
==> run.sh <==
#!/bin/bash
# OpenROAD 26Q1-2900-gdf79404cd8, Yosys 0.63+post, stock flow scripts
make -C /OpenROAD-flow-scripts/flow DESIGN_CONFIG=/design/flow/config.mk WORK_HOME=/design/flow/orfs finish
==> config.mk <==
export PLATFORM = sky130hd
export DESIGN_NAME = bcd
export DESIGN_NICKNAME = bcd
export VERILOG_FILES = /design/flow/design.v
export SDC_FILE = /design/flow/constraint.sdc
export NUM_CORES = 4
export LEC_CHECK = 1
export CORE_AREA = 10 10 70 70
export DIE_AREA = 0 0 80 80
==> constraint.sdc <==
current_design bcd

set clk_period 2.4
set clk_io_pct 0.2

create_clock -name clk0 -period $clk_period [get_ports {clk}]

set non_clock_inputs [all_inputs -no_clocks]
set_input_delay [expr $clk_period * $clk_io_pct] -clock clk0 $non_clock_inputs
set_output_delay [expr $clk_period * $clk_io_pct] -clock clk0 [all_outputs]
==> results.ini <==
[timing]
maxSlewViolCount=0
finalCritPeriodShare=0.708
final.min_clock_period_ns=1.70
report.final.setup_viol=0
timing.final.hold_violations=0
rsz0062_at_grt=false
finClkSkew_ns=0.00408
achievable-frequency_mhz=588
fin_worst_hold_slack_ns=0.489
max_slew.worst_pin.slew_ns=0.304
maxSlewHeadroom=0.797
fin_setup_tns_ns=0

[worst_setup_path]
crit_path_start_kind=flip-flop
crit_path_cell_trace=clkdlybuf4s50_1
cp_data_arrival_time_ns=1.22
required_ns=1.92
slowest_stage=sky130_fd_sc_hd__clkdlybuf4s50_1
crit_fanout=7
critical_path.startpoint=first[0]
crit_path_leading_delay_family=buffers and inverters
critical_path.max_stage_delay_ns=0.52
critical_path.n_buffers_inverters=1
worst_path_class_setup=reg -> out
critical_path.reg2reg.startpoint=first[2]
worstSetupEndpointType=output port

[placed_design]
detailed_place_hpwl_um=577
dpl.cell_count=87
gp_routability_congestion=0.764
port_buffers=9

[drt]
routed_via_density=2.88
firstDrtPassIters=3
routed_wirelength_um=751
antenna_cells=0
route.antenna.remaining_nets=0
post_drt_wl_per_cell_um=8.34
drc=0
num_vias=259
drt_iter0_drc=3

[synth]
yosys-stat-cells=32
yosys-stat-area_um2=368
synth.top_cell.area_share=0.544
synth_seq_share=0.544
topCellsByArea=sky130_fd_sc_hd__dfrtp_1, sky130_fd_sc_hd__mux2_2, sky130_fd_sc_hd__inv_1, sky130_fd_sc_hd__xnor2_1, sky130_fd_sc_hd__and4bb_4
synthCells=32
mappedNetlistArea_um2=368
synth.avg_cell_area_um2=11.5
ys_warn_count=1
ys.flops=8
synth.distinct_cells=16
post-synth-top-area-cell=sky130_fd_sc_hd__dfrtp_1

[clock_network]
clock-sinks=8
count_of_instances_resized_after_the_clock_tree_is_built=0
tritoncts=yes
hold_buffers=0
max-clock-path-buffers=2
cts_max_level=1
clock_tree.root_cell=sky130_fd_sc_hd__clkbuf_4
insertion_delay_ns=0.25
cts.reportedPaths.clkPinSlew_ns=0.05
cts_post_setup_buffers_inserted=0
numCtsBuffers=3

[flow_run]
tally_of_openroad_warnings=25
maxCapViolCount=0

[global_route]
antenna_found_initial=0
grt_pass1_wl_mm=1.22
globalRouteTotalUtil=0.0240
grt_overflow_total=0
first_global_vias=252
grt_max_degree=9

[pwr]
p_leak_uw=0.000222
power.ir.vdd_worst_mv=0.263
pd_cells_nw_per_um2=443
report.power.total_uw=238

[die]
placeableCoreArea_um2=3420
fp.dieArea_um2=6400
die_y_um=80
placement_rows=21
initCoreUtil=0.108
design.portCount=10
die_w_um=80

[status]
result_of_the_run=completed

[worst_hold_path]
min_path_type=in -> async

[layout]
drive_above_1_share=0.159
finish.cell_count_without_fillers=90
flow.area_growth_from_synthesis_pct=46.3

[cell usage after synthesis]
cell type / n
sky130_fd_sc_hd__a311o_1: 1
sky130_fd_sc_hd__inv_1: 5
sky130_fd_sc_hd__o21ai_0: 1
sky130_fd_sc_hd__nand2b_1: 1
sky130_fd_sc_hd__xnor2_1: 2
sky130_fd_sc_hd__and4bb_4: 1
sky130_fd_sc_hd__and3_4: 1
sky130_fd_sc_hd__a21oi_1: 2
sky130_fd_sc_hd__nor3_1: 1
sky130_fd_sc_hd__mux2i_1: 1
sky130_fd_sc_hd__dfrtp_1: 8
sky130_fd_sc_hd__a31oi_1: 1
sky130_fd_sc_hd__a22o_1: 1
sky130_fd_sc_hd__nand2_1: 3
sky130_fd_sc_hd__mux2_2: 2
sky130_fd_sc_hd__xor2_1: 1
[logic make-up (layout without fill, tap and decap cells)]
group | Yosys count | count (layout) | share of synthesized area
xor gates and xnor gates | 3 | 3 | 0.0714
DFF | 8 | 8 | 0.544
buffers and inverters | 5 | 17 | 0.0510
and+or+nand+nor | 7 | 7 | 0.136
muxes | 3 | 3 | 0.0884
AOI/OAI and AO/OA | 6 | 6 | 0.109
[report_power, final]
part	switching (µW)	leakage (µW)	total, µW	internal [µW]
Clock	41.9	0.0000138	98.9	57.0
Combinational	2.76	0.000106	4.29	1.53
Sequential	0	0.000102	135	135
[area by class of cell]
cell class / instances / area, µm²
tap: 46 / 57.6
multi-input combinational: 19 / 149
inverter: 5 / 18.8
sequential: 8 / 200
timing repair buffer: 9 / 90.1
clock buffer: 3 / 22.5
fill: 395 / 2880
[layout by cell type, fill, tap and decap left out, drive strengths merged]
cell	n
and3	1
inv	5
xnor2	2
mux2i	1
dfrtp	8
nand2b	1
a22o	1
o21ai	1
nand2	3
xor2	1
clkdlybuf4s50	9
clkbuf	3
a31oi	1
mux2	2
a311o	1
a21oi	2
and4bb	1
nor3	1
[metal layers]
layer,vias to the layer above,track usage,share of wire
met5,-,0,0
met4,0,0.00352,0
met3,0,0.0295,0.20
met2,13,0.0185,0.28
met1,114,0.0352,0.52
li1,132,-,-
[final timing paths]
check / endpoint / slack [ns] / depth (start not counted)
max in group asynchronous: second[2] / 1.68 / 2
setup / recovery: w[0] / 0.70 / 1
min in group clk0: first[0] / 0.55 / 1
hold / removal: first[3] / 0.49 / 2
setup reg to reg: second[3] / 1.04 / 3
hold reg to reg: first[0] / 0.55 / 1
[flip-flops by register name (all words and copies together) (netlist names)]
| name | cells |
|---|---|
| second | 4 |
| first | 4 |
[stage by stage]
step                setup slack, ns   util  area (µm²)
detailed placement            0.978  0.151         515
floorplan                      1.14      -         368
global route                  0.615  0.158         538
global placement              0.988  0.151         515
finish                        0.700  0.158         538
CTS                           0.685  0.158         538
Power is estimated from default activity; no workload was simulated.
